==> design.v <==
module full_adder_8_bit_gate(a, b, c_in,sel, sum,c_out, over_flow);
input [7:0] a, b;
input c_in, sel;
output [7:0] sum;
output c_out;
output over_flow;
wire c_out_w, over_flow_w;
wire [7:0] carry;
wire [7:0] b_op;
xor(b_op[0],b[0],sel);
xor(b_op[1],b[1],sel);
xor(b_op[2],b[2],sel);
xor(b_op[3],b[3],sel);
xor(b_op[4],b[4],sel);
xor(b_op[5],b[5],sel);
xor(b_op[6],b[6],sel);
xor(b_op[7],b[7],sel);
xor(c_out,carry[7],sel);
xor(over_flow,carry[7],carry[6]);
full_adder_gate fah$0(.a(a[0]), .b(b_op[0]), .c_in(c_in), .sum(sum[0]), .c_out(carry[0]));
full_adder_gate fah$1(.a(a[1]), .b(b_op[1]), .c_in(carry[0]), .sum(sum[1]), .c_out(carry[1]));
full_adder_gate fah$2(.a(a[2]), .b(b_op[2]), .c_in(carry[1]), .sum(sum[2]), .c_out(carry[2]));
full_adder_gate fah$3(.a(a[3]), .b(b_op[3]), .c_in(carry[2]), .sum(sum[3]), .c_out(carry[3]));
full_adder_gate fah$4(.a(a[4]), .b(b_op[4]), .c_in(carry[3]), .sum(sum[4]), .c_out(carry[4]));
full_adder_gate fah$5(.a(a[5]), .b(b_op[5]), .c_in(carry[4]), .sum(sum[5]), .c_out(carry[5]));
full_adder_gate fah$6(.a(a[6]), .b(b_op[6]), .c_in(carry[5]), .sum(sum[6]), .c_out(carry[6]));
full_adder_gate fah$7(.a(a[7]), .b(b_op[7]), .c_in(carry[6]), .sum(sum[7]), .c_out(carry[7]));
endmodule
module full_adder_gate(a, b ,c_in, sum, c_out);
input a ,b , c_in;
output sum, c_out;
wire w1, w2, w3, w4;
xor xor$0(w1, a, b);
xor xor$1(sum, w1, c_in);
or or1(w2,a,b);
and and$0(w3,w2,c_in);
and and$1(w4,a,b);
or or$1(c_out,w3,w4);
endmodule
==> run.sh <==
#!/bin/bash
# OpenROAD 26Q1-2900-gdf79404cd8, Yosys 0.63+post, stock flow scripts
make -C /OpenROAD-flow-scripts/flow DESIGN_CONFIG=/design/flow/config.mk WORK_HOME=/design/flow/orfs finish
==> config.mk <==
export PLATFORM = sky130hd
export DESIGN_NAME = full_adder_8_bit_gate
export DESIGN_NICKNAME = full_adder_8_bit_gate
export VERILOG_FILES = /design/flow/design.v
export SDC_FILE = /design/flow/constraint.sdc
export NUM_CORES = 4
export LEC_CHECK = 1
export CORE_AREA = 10 10 70 70
export DIE_AREA = 0 0 80 80
==> constraint.sdc <==
current_design full_adder_8_bit_gate

set clk_period 3.4
set clk_io_pct 0.2

create_clock -name clk0 -period $clk_period

set non_clock_inputs [all_inputs -no_clocks]
set_input_delay [expr $clk_period * $clk_io_pct] -clock clk0 $non_clock_inputs
set_output_delay [expr $clk_period * $clk_io_pct] -clock clk0 [all_outputs]
==> impl_metrics.toml <==
# flow metrics
[run_status]
outcome = "finished with violations"
violations = "negative setup slack"

[final_timing]
slew_headroom_pct = 86.00
finalHoldViolCount = 0
finalSetupViolCount = 6
whs_ps = 1830
rsz0062_at_grt = "yes"
min_period_ps = 4691
drv_slew = 0
fin_crit_sh_pct = 138.0
tightest_slew_ps = 208.5
timing.fmax_ghz = 0.2132
finalWorstSetupSlack_ps = -1291

[floorplanning]
num_rows = 21
io_pins = 28
die_h_um = 80
core_area_sq_um = 3416
die-area_sq_um = 6400
fp.dieW_um = 80
initial_utilization_pct = 11.43

[cells_and_area]
drive_gt1_share_pct = 48.48
final_area_sq_um = 689.4
fin_cells = 112
clkbuf_count = 0
syn_to_final_growth_pct = 76.60
seq_area_sq_um = 0
ff_count = 0

[synthesis]
topCombFamilyByArea = "adder cells"
xor_area_share_pct = 24.36
netlist_area_sq_um = 390.4
mux_share_pct = 0
yosys.area.top_type = "fa_1"
yosysChipArea_sq_um = 390.4
ys_sh_simple_pct = 0
ys_sh_adder_pct = 41.03
yosys-top-cells-count = "inv_1, buf_4, fa_1, xnor2_1"
synth_seq_share_pct = 0
ys_sh_aoi_pct = 0
syn_inst = 44
ys_cells = 44
most_common_cell = "inv_1"
ys_types = 7
ys.warnings.count = 0
synth_top_area_share_pct = 41.03
ys_top_cells_by_area = "fa_1, xnor2_1, inv_1"
syn_area_per_cell_sq_um = 8.872

[routing]
vias = 293
wl_um = 972
topRoutingLayerUsed = "met3"
detail-route-antenna-nets = 0
drtPass1Iterations = 1
m1WireLength_um = 422
diodes = 0
via_per_inst = 2.616
drc = 0
avgRoutedWirePerCell_um = 8.679
met3_length_um = 97
drtIter0Drc = 0
met2_wirelength_um = 451

[placed_design]
gp_congestion = 0.7146
place_area_sq_um = 689.4
numPortBuffers = 28
dp.cells = 110
hpwlAfterDp_um = 930.3

[global_routing]
grt_pass1_vias = 334
grt_max_degree = 9
grt_antenna_before_repair = 0
grt_pass1_wl_mm = 1.518
grt_overflow = 0
gr-usage-all-layers_pct = 2.912

[critical_path]
end_kind = "output pin"
critPathMaxFanout = 2
path_class = "in -> out"
crit_required_ps = 2720
worstSetupStartpointType = "input pin"
arrival_ps = 4010

[clock_network]
hold_buffers = 0

[pwr]
peakVddDrop_mv = 0.06767
powerDensity_nw_per_um2 = 198.1
leakagePower_uw = 0.0003191

[worst_hold_path]
hp-class = "in -> out"

[flow_run]
max-cap-violations = 0
warning_count = 35
-- path summary, 6_finish.rpt --
check	start	end	slack (ps)	depth (start not counted)
hold / removal	sel	c_out	1830	4
setup / recovery	sel	c_out	-1290	15
-- repair_timing --
action                                  4_1_cts  5_1_grt
buffers inserted                              1        1
endpoints found under the setup margin        8        7
gates resized                                42        6
pin swaps                                    10        8
-- per-stage QoR --
step,setup WS [ps],TNS [ps],total power (uW),util (%)
2_1_floorplan,-1210,-4681,89.73,-
3_3_place_gp,-2015,-10330,150.8,20.18
3_5_place_dp,-2021,-10370,150.9,20.18
4_1_cts,-1584,-6777,136.5,19.82
5_1_grt,-1411,-5812,160.9,20.18
6_report,-1291,-5203,136.5,20.18
-- area by class of cell --
cell class                      count  area [sq um]
Timing Repair Buffer               31         270.3
Fill cell                         387          2726
Tap cell                           46         57.56
Inverter                           17         63.81
Multi-Input combinational cell     18         297.8
-- metal layers --
layer / vias up / track usage [%]
met5: - / 0
met1: 127 / 3.586
met3: 0 / 0.9091
met4: 0 / 0
li1: 149 / -
met2: 17 / 5.136
-- cell families (layout without fill, tap and decap cells) --
| logic type | Yosys count | after routing |
|---|---|---|
| xor+xnor | 10 | 10 |
| fa+ha+maj | 8 | 8 |
| buf+inv | 26 | 48 |
-- power breakdown --
group          internal, uW  switching, uW  total [uW]
clock network             0              0           0
registers                 0              0           0
logic                  88.8           47.8         137
-- cells in the final DEF, fill, tap and decap left out --
| cell type | instances |
|---|---|
| buf_2 | 7 |
| buf_4 | 2 |
| buf_6 | 3 |
| clkbuf_2 | 1 |
| clkdlybuf4s15_1 | 1 |
| clkdlybuf4s50_1 | 15 |
| dlygate4sd2_1 | 1 |
| dlymetal6s2s_1 | 1 |
| fa_2 | 8 |
| inv_1 | 10 |
| inv_2 | 7 |
| xnor2_1 | 5 |
| xnor2_2 | 3 |
| xor2_1 | 1 |
| xor2_2 | 1 |
-- worst max-delay path: stages --
cell	delay, ps
buf_6	100
xnor2_2	120
fa_2	340
fa_2	340
inv_2	60
fa_2	180
inv_2	40
fa_2	330
fa_2	340
fa_2	360
fa_2	410
fa_2	360
buf_6	130
xnor2_2	110
buf_2	110
Power and IR drop assume default switching activity.
