File: flow/design.v
module full_adder_8_bit_data_flow(a, b, c_in,sel, sum,c_out, over_flow);
input [7:0] a, b;
input c_in, sel;
output [7:0] sum;
output c_out;
output over_flow;
wire c_out_w, over_flow_w;
wire [7:0] carry;
wire [7:0] b_op;
xor(b_op[0],b[0],sel);
xor(b_op[1],b[1],sel);
xor(b_op[2],b[2],sel);
xor(b_op[3],b[3],sel);
xor(b_op[4],b[4],sel);
xor(b_op[5],b[5],sel);
xor(b_op[6],b[6],sel);
xor(b_op[7],b[7],sel);
xor(c_out,carry[7],sel);
xor(over_flow,carry[7],carry[6]);
full_adder_data_flow fah1(.a(a[0]), .b(b_op[0]), .c_in(c_in), .sum(sum[0]), .c_out(carry[0]));
full_adder_data_flow fah2(.a(a[1]), .b(b_op[1]), .c_in(carry[0]), .sum(sum[1]), .c_out(carry[1]));
full_adder_data_flow fah3(.a(a[2]), .b(b_op[2]), .c_in(carry[1]), .sum(sum[2]), .c_out(carry[2]));
full_adder_data_flow fah4(.a(a[3]), .b(b_op[3]), .c_in(carry[2]), .sum(sum[3]), .c_out(carry[3]));
full_adder_data_flow fah5(.a(a[4]), .b(b_op[4]), .c_in(carry[3]), .sum(sum[4]), .c_out(carry[4]));
full_adder_data_flow fah6(.a(a[5]), .b(b_op[5]), .c_in(carry[4]), .sum(sum[5]), .c_out(carry[5]));
full_adder_data_flow fah7(.a(a[6]), .b(b_op[6]), .c_in(carry[5]), .sum(sum[6]), .c_out(carry[6]));
full_adder_data_flow fah8(.a(a[7]), .b(b_op[7]), .c_in(carry[6]), .sum(sum[7]), .c_out(carry[7]));
endmodule
module full_adder_data_flow(a, b ,c_in, sum, c_out);
input a ,b , c_in;
output sum, c_out;
assign sum = (~a & ~b & c_in) | (~a & b & ~c_in) | (a & ~b & ~c_in) | (a & b & c_in);
assign c_out =  (a&b) | (b&c_in) | (a&c_in) ;
endmodule
File: flow/run.sh
#!/bin/bash
# OpenROAD 26Q1-2900-gdf79404cd8, Yosys 0.63+post, stock flow scripts
make -C /OpenROAD-flow-scripts/flow DESIGN_CONFIG=/design/flow/config.mk WORK_HOME=/design/flow/orfs finish
File: flow/config.mk
export PLATFORM = sky130hd
export DESIGN_NAME = full_adder_8_bit_data_flow
export DESIGN_NICKNAME = full_adder_8_bit_data_flow
export VERILOG_FILES = /design/flow/design.v
export SDC_FILE = /design/flow/constraint.sdc
export NUM_CORES = 4
export LEC_CHECK = 1
export CORE_AREA = 10 10 70 70
export DIE_AREA = 0 0 80 80
File: flow/constraint.sdc
current_design full_adder_8_bit_data_flow

set clk_period 3.9
set clk_io_pct 0.2

create_clock -name clk0 -period $clk_period

set non_clock_inputs [all_inputs -no_clocks]
set_input_delay [expr $clk_period * $clk_io_pct] -clock clk0 $non_clock_inputs
set_output_delay [expr $clk_period * $clk_io_pct] -clock clk0 [all_outputs]
==> reports/summary.log <==
qor: worst_hold_path.min-delay-path-class in -> out
qor: timing.rsz_0062_raised_after_global_routing yes
qor: placed_design.dp.cells 109
qor: timing.slew-limit-headroom 85.5%
qor: cells_and_area.mi_logic_area 290 um^2
qor: routing.routed_via_density 2.80
qor: routing.drt-total-wl 1.05 mm
qor: floorplan.fp.coreArea 3420 um^2
qor: cells_and_area.layout_cell_area_excl_fill 698 um^2
qor: floorplan.floorplan.io_pins 28
qor: timing.max_freq 203 MHz
qor: routing.met3_length 215 um
qor: setup_path.timing.critical_path.from sel
qor: timing.post-route-period-util 126%
qor: grt.grt_first_pass_wirelength 1.60 mm
qor: setup_path.worst_ep_arrival_time 4.14 ns
qor: cells_and_area.regArea 0 um^2
qor: cells_and_area.fill_cells 389
qor: setup_path.worst-endpoint-required 3.12 ns
qor: routing.detailedRoute.firstIterationViolations 1
qor: setup_path.critical_path_class in -> out
qor: grt.overflow 0
qor: pwr.power.static_leakage 0.316 nW
qor: yosys.yosysChipArea 383 um^2
qor: placed_design.gp_congestion 0.760
qor: yosys.area_leaders fa_1, xnor2_1, buf_4
qor: timing.worst-slew-pin-transition 0.216 ns
qor: worst_hold_path.min_to c_out
qor: yosys.synthTopCellsByCount inv_1, buf_4, fa_1, xnor2_1
qor: yosys.simple_gate_area_share 0%
qor: routing.drc 0
qor: timing.timing.final.hold_violations 0
qor: cells_and_area.final_core_utilization 20.4%
qor: setup_path.critical_path.startpoint_type input pin
qor: timing.final-max-slew-violation-count 0
qor: clock_tree.post_cts_hold_buffer_count 0
qor: cells_and_area.layout-area-overhead-vs-synth 82.4%
qor: grt.gr-usage-all-layers 3.06%
qor: floorplan.floorplan.die_area 6400 um^2
qor: placed_design.instance_area_at_placement 682 um^2
qor: cells_and_area.ratio_of_cells_with_drive_above_1_in_the_final_layout 43.1%
qor: yosys.yosys.area_share.aoi 0%
qor: grt.number_of_antenna_violations_at_the_first_check_in_global_routing 0
qor: yosys.ys_sh_xor 24.8%
qor: setup_path.endpoint_kind output pin
qor: yosys.syn_inst 42
qor: yosys.synthAdderAreaFrac 41.8%
qor: floorplan.rows 21
qor: timing.period_minus_slack 4.92 ns
qor: yosys.syn_area 383 um^2
qor: yosys.post_synth.cell_area_avg 9.12 um^2
qor: yosys.yosys.area.top_type fa_1
qor: setup_path.worstPathMaxFanout 2
qor: cells_and_area.layout.cells.non_filler 111
qor: pwr.vdd_drop_max 0.0000830 V
qor: yosys.synthDistinctLibCells 7
qor: yosys.synth.area.mux_share 0%
qor: yosys.synth.yosys.seq_area_share 0%
qor: routing.detailroute.wirelength.met2 281 um
qor: routing.postRouteAntennaNets 0
qor: run_status.status finished, violations left
qor: timing.finalSetupViolations 5
qor: yosys.post_synth_main_logic_family adder cells
qor: yosys.synth_stat.cells 42
qor: placed_design.port-buffer-count 28
qor: routing.topRoutingLayerUsed met3
qor: routing.detail_route.first_pass.iterations 4
qor: run_status.violations_in_the_final_reports negative setup slack
qor: routing.route.layer.met1.wl 549 um
qor: pwr.cellPowerDensity 185 nW/um^2
qor: routing.via_count 311
qor: yosys.ys.warnings.count 0
qor: cells_and_area.layout.sequential_cells 0
qor: timing.setup_ws -1.02 ns
qor: floorplan.die_width 80 um
qor: grt.grt_pass1_vias 342
qor: job.stage_log_warnings 35
qor: worst_hold_path.timing.hold.worst.start sel
qor: job.max_cap_viol_count 0
qor: worst_hold_path.holdPathStages 4
qor: grt.grt_max_degree 9
qor: placed_design.place_hpwl 937 um
qor: routing.route.antenna.diode_count 0
qor: yosys.most_frequent_cell_after_synthesis inv_1
qor: yosys.top_cell_area_share 41.8%
qor: floorplan.fp_util 11.2%
qor: floorplan.floorplan.die.height 80 um
qor: cells_and_area.clock_buffer_count 0
qor: routing.wire_per_inst 9.41 um
[where the power goes]
group | switching (mW) | internal (mW)
clock network | 0 | 0
registers | 0 | 0
logic | 0.0450 | 0.0839
total | 0.0450 | 0.0839
[cell usage in the layout, fill, tap and decap left out]
cell	instances
buf_2	5
buf_4	3
buf_6	3
buf_8	1
clkdlybuf4s50_1	15
dlygate4sd2_1	4
dlymetal6s2s_1	1
fa_2	8
inv_1	10
inv_2	5
xnor2_1	6
xnor2_2	2
xor2_1	1
xor2_2	1
[kinds of logic (layout without fill, tap and decap cells)]
group | after synthesis | after routing
buffers and inverters | 24 | 47
XOR/XNOR | 10 | 10
adder cells (fa/ha/maj) | 8 | 8
[how the worst max path moves through the flow]
| stage | depth (start not counted) | end | slack [ns] |
|---|---|---|---|
| after CTS | 14 | c_out | -1.36 |
| after global routing | 14 | c_out | -1.11 |
| final | 14 | c_out | -1.02 |
[critical path, cell delays in order]
cell and delay [ns]:
buf_8 0.10, xor2_2 0.16, fa_2 0.21, inv_2 0.04, fa_2 0.33, fa_2 0.34
fa_2 0.35, fa_2 0.34, fa_2 0.35, fa_2 0.41, fa_2 0.37, buf_6 0.13
xnor2_2 0.12, buf_2 0.11
[metrics by stage]
| step | power, mW | TNS, ns | hold slack (ns) | worst slack [ns] |
|---|---|---|---|---|
| 2_1_floorplan | 0.0763 | -3.25 | 1.72 | -0.888 |
| 3_3_place_gp | 0.132 | -8.59 | 2.64 | -1.83 |
| 3_5_place_dp | 0.132 | -8.56 | 2.65 | -1.82 |
| 4_1_cts | 0.122 | -5.41 | 2.02 | -1.36 |
| 5_1_grt | 0.148 | -4.17 | 2.04 | -1.11 |
| 6_report | 0.129 | -3.72 | 2.03 | -1.02 |
[layout make-up]
class              instances  area share [%]
repair buffers            32            42.1
well taps                 46            8.24
inverters                 15            8.06
multi-input cells         18            41.6
[timing repair]
action,CTS,global route
gates resized,38,7
pin swaps,11,11
buffers inserted,1,1
setup endpoints to repair,7,6
[routing by layer]
metal  track usage (%)  up-vias
met3              2.05        0
met4                 0        0
met5                 0        -
met1              4.79      135
li1                  -      148
met2              3.45       28
Power is estimated from default activity; no workload was simulated.
